==> flow/design.v <==
module  pc_verilog (
    input wire clk,
    input wire reset,
    input wire pc_enable,
    input wire [(16 - 1):0] opcode,
    input wire [(16 - 1):0] operand,
    input wire [(16 - 1):0] data,
    input wire [3:0] flags,  
    input wire read_enable,
    output wire [(16 - 1):0] pc,  
    output wire [(16 - 1):0] pc_debug_output
);
    localparam PC_JMP = 4'h0;
    localparam PC_JMPZ = 4'h1;
    localparam PC_JMPC = 4'h2;
    localparam PC_JMPN = 4'h3;
    localparam PC_JMPO = 4'h4;
    localparam PC_JMP_REL = 4'h5;
    localparam PC_JMPZ_REL = 4'h6;
    localparam PC_JMPC_REL = 4'h7;
    localparam PC_JMPN_REL = 4'h8;
    localparam PC_JMPO_REL = 4'h9;
    wire [3:0] pc_op_select;  
    wire [3:0] pc_op_operation;  
    assign pc_op_select = opcode[15:12];
    assign pc_op_operation = opcode[11:8];
    reg [(16 - 1):0] pc_register;
    assign pc = read_enable ? pc_register : 16'bz;
    assign pc_debug_output = pc_register;
    reg [(16 - 1):0] jump_val;
    always @(*) begin
        if ({pc_op_select} == 4'b0111) begin
            jump_val = data;
        end else begin
            jump_val = operand;
        end
    end
    always@(posedge clk) begin
        if (reset) begin
            pc_register <= 0;
        end else begin
            if (pc_enable) begin
                if ((pc_op_select == 4'b0111) || (pc_op_select == 4'b1111)) begin
                    case(pc_op_operation)
                        PC_JMP: pc_register <= jump_val;
                        PC_JMPZ: pc_register <= (flags[0] == 1'b1) ? jump_val : pc_register + 1'b1;
                        PC_JMPC: pc_register <= (flags[1] == 1'b1) ? jump_val : pc_register + 1'b1;
                        PC_JMPN: pc_register <= (flags[2] == 1'b1) ? jump_val : pc_register + 1'b1;
                        PC_JMPO: pc_register <= (flags[3] == 1'b1) ? jump_val : pc_register + 1'b1;
                        PC_JMP_REL: pc_register <= pc_register + jump_val;
                        PC_JMPZ_REL: pc_register <= (flags[0] == 1'b1) ? pc_register + jump_val : pc_register + 1'b1;
                        PC_JMPC_REL: pc_register <= (flags[1] == 1'b1) ? pc_register + jump_val : pc_register + 1'b1;
                        PC_JMPN_REL: pc_register <= (flags[2] == 1'b1) ? pc_register + jump_val : pc_register + 1'b1;
                        PC_JMPO_REL: pc_register <= (flags[3] == 1'b1) ? pc_register + jump_val : pc_register + 1'b1;
                        default: pc_register <= pc_register + 1'b1;
                    endcase
                end else begin
                    pc_register <= pc_register + 1'b1;
                end
            end
        end
    end
endmodule
==> flow/run.sh <==
#!/bin/bash
# OpenROAD 26Q1-2900-gdf79404cd8, Yosys 0.63+post, stock flow scripts
make -C /OpenROAD-flow-scripts/flow DESIGN_CONFIG=/design/flow/config.mk WORK_HOME=/design/flow/orfs finish
==> flow/config.mk <==
export PLATFORM = sky130hd
export DESIGN_NAME = pc_verilog
export DESIGN_NICKNAME = pc_verilog
export VERILOG_FILES = /design/flow/design.v
export SDC_FILE = /design/flow/constraint.sdc
export NUM_CORES = 4
export LEC_CHECK = 1
export CORE_UTILIZATION = 50
==> flow/constraint.sdc <==
current_design pc_verilog

set clk_period 8.0
set clk_io_pct 0.2

create_clock -name clk0 -period $clk_period [get_ports {clk}]

set non_clock_inputs [all_inputs -no_clocks]
set_input_delay [expr $clk_period * $clk_io_pct] -clock clk0 $non_clock_inputs
set_output_delay [expr $clk_period * $clk_io_pct] -clock clk0 [all_outputs]
==> reports/metrics.yaml <==
run_status:
  outcome: "finished clean"
worst_setup_path:
  crit_path_max_incr_delay_ns: 0.45
  worstPathCellList: "clkdlybuf4s50_1, nand4b_1, buf_4, mux2i_1, inv_1, ha_1, a21o_1, a311oi_1, o211ai_1, a41oi_1, xnor2_1, o31a_1"
  crit_fanout: 16
  r2r_cells: 9
  endpoint_kind: "flop"
  cp.required_ns: 8.15
  worstSetupStartpointType: "primary input"
  critPathKind: "primary input to flop"
  slowest_stage: "clkdlybuf4s50_1"
  crit_arrival_ns: 4.79
route:
  vias_per_cell: 6.47
  drc: 0
  firstDrtPassIters: 5
  drt-initial-drc-count: 381
  ant_nets: 0
  diodes: 0
  routed-via-count: 3906
  finalWirelength_um: 11300
  wl_per_cell_um: 18.7
place:
  pre_cts_ws_ns: 3.11
  place_inst: 600
  place.gp.congestion: 1.00
  dp_hpwl_um: 8270
  port_buffers: 78
  post_dp_cell_area_um2: 4090
yosys:
  mux_area_share_pct: 6.34
  area_leaders: "dfxtp_1, ha_1, a21oi_1, buf_4, o21ai_0"
  synth_seq_share_pct: 9.27
  synth-main-ff-cell: "dfxtp_1"
  async_flop_share_pct: 0
  xor_share_pct: 6.30
  most_common_cell: "nand2_1"
  synth.distinct_cells: 84
  top_area_cell: "dfxtp_1"
  ys_top_cells_by_count: "nand2_1, nor2_1, a21oi_1"
  yosys_warnings: 2
  top_area_share_pct: 9.27
  ys_sh_aoi_pct: 33.2
  syn_area_per_cell_um2: 7.14
  synth-cells-yosys: 484
  synth_flops: 16
  edf_count: 0
  logic_family: "AND-OR/OR-AND gates"
  ys_area_um2: 3450
  synthCells: 484
  synth.cellmix.simpleShare_pct: 27.1
  synth_area_um2: 3450
  ys_sh_adder_pct: 7.46
die:
  die_width_um: 85.1
  core-area_um2: 6490
  num_rows: 29
  dieHeight_um: 85.1
  pin_count: 88
  floorplan.core_util_pct: 53.2
  chip_area_um2: 7250
cts:
  htree_num_levels: 1
  cts_buffers: 3
  clk_transition_reported_paths_ns: 0.08
  root_buffer: "clkbuf_8"
  cts_tree: "built"
  clock_latency_ns: 0.26
  clock_sinks: 16
  cts_resized: 0
  postCtsSetupRepairBufs: 0
  holdBufCountCts: 0
  cts_buffer_depth: 2
final_layout:
  fin_util_pct: 63.9
  fin_cells: 604
  logic_area_um2: 2780
  largest_reg_flops: 16
  flop_area_um2: 320
  fillers: 587
  regMostFlops: "pc_register"
  layout-drive-gt1-share_pct: 7.21
  stdcell_area_um2: 4150
  areaGrowthSynthToFinish_pct: 20.1
  top_regs: "pc_register (16)"
timing:
  setup_ws_ns: 3.37
  finalClockSkew_ns: 0.00549
  finalSetupTns_ns: 0
  final-hold-violation-count: 0
  period_minus_slack_ns: 4.63
  period_used_pct: 57.9
  slew-limit-headroom_pct: 50.0
  fmax_ghz: 0.216
  rsz0062_at_grt: "no"
  hold_slack_ns: 0.564
  tightest_slew_ns: 0.747
  setup_viol: 0
  drv_slew: 0
flow_run:
  max-cap-violations: 0
  warnings: 39
power_and_ir_drop:
  ir_drop_mv: 0.0632
  power_density_nw_per_um2: 80.4
  p_leak_nw: 1.71
  p_total_uw: 334
global_route:
  gr-total-overflow: 0
  grt_pass1_wl_um: 18100
  grt_pass1_vias: 3483
  grt.total_usage_pct: 32.1
  antenna_found_initial: 0
  grt_max_degree: 33
min_path:
  worstHoldPathCells: 2
  hold_path_class: "flop to flop"
==> worst paths after layout <==
| kind | start | to | slack (ns) |
|---|---|---|---|
| setup / recovery | opcode[13] | pc_register[15]$_SDFFE_PP0P_ | 3.37 |
| setup reg to reg | pc_register[0]$_SDFFE_PP0P_ | pc_register[14]$_SDFFE_PP0P_ | 5.41 |
| hold / removal | pc_register[6]$_SDFFE_PP0P_ | pc_register[6]$_SDFFE_PP0P_ | 0.56 |
| hold reg to reg | pc_register[6]$_SDFFE_PP0P_ | pc_register[6]$_SDFFE_PP0P_ | 0.56 |
==> area by class of cell <==
class	instances	share of cell area, %
Timing Repair Buffer	85	20.1
Tap cell	77	2.32
Multi-Input combinational cell	404	66.9
Clock buffer	4	1.33
Sequential cell	16	7.72
Inverter	18	1.63
==> logic make-up (layout without fill, tap and decap cells) <==
group                      Yosys count  after routing
buffers and inverters               64            107
AOI/OAI and AO/OA                  169            169
and+or+nand+nor                    170            170
xor gates and xnor gates            24             24
muxes                               21             21
DFF                                 16             16
adders and majority gates           20             20
==> cells in the final DEF (no fill, tap or decap), types with 3 or more instances in the layout <==
cell type	Yosys	routed
clkdlybuf4s50_1	0	78
nand2_1	40	40
nor2_1	39	39
a21oi_1	35	35
o21ai_0	31	31
ha_1	19	19
inv_1	17	17
xnor2_1	16	16
dfxtp_1	16	16
mux2i_1	14	14
nand3_1	13	13
a21o_1	12	12
o22ai_1	12	12
a31oi_1	12	12
nand2b_1	10	10
nor3_1	9	9
and3_1	9	9
o21a_1	8	8
mux2_2	7	7
xor2_1	7	7
and2_1	7	7
buf_4	22	7
nor2b_1	6	6
a221oi_1	5	5
o211ai_1	5	5
a22oi_1	4	4
o31ai_1	4	4
o221ai_1	4	4
clkbuf_8	0	4
o21ai_1	3	3
or3_1	3	3
and4_1	3	3
nor4_1	3	3
or2_2	3	3
==> power by group <==
| group | leakage (nW) | internal (mW) | switching, mW |
|---|---|---|---|
| combinational | 1.55 | 0.0780 | 0.0862 |
| clock | 0.0288 | 0.0438 | 0.0349 |
| sequential | 0.130 | 0.0826 | 0.00824 |
| total | 1.71 | 0.204 | 0.129 |
==> layer usage <==
layer	global-route usage (%)	part of all wire, %
met5	0	0
met4	4.47	1.1
met3	6.32	10
met2	49.0	43
met1	48.5	45
==> worst max-delay path, delay by kind of cell <==
family | cells | cell delay, ns
buffers and inverters | 3 | 0.88
multiplexers | 1 | 0.35
AND-OR/OR-AND | 5 | 1.46
XOR/XNOR | 1 | 0.10
AND/OR/NAND/NOR | 1 | 0.12
adder cells (fa/ha/maj) | 1 | 0.28
No activity file was given, so power comes from the tool's default toggle rates.
